### flow/run.sh
#!/bin/bash
# OpenROAD 26Q1-2900-gdf79404cd8, Yosys 0.63+post, stock flow scripts
make -C /OpenROAD-flow-scripts/flow DESIGN_CONFIG=/design/flow/config.mk WORK_HOME=/design/flow/orfs finish
### flow/config.mk
export PLATFORM = sky130hd
export DESIGN_NAME = uart_top
export DESIGN_NICKNAME = uart_top
export VERILOG_FILES = /design/flow/design.v
export SDC_FILE = /design/flow/constraint.sdc
export NUM_CORES = 4
export LEC_CHECK = 1
export CORE_UTILIZATION = 50
### flow/constraint.sdc
current_design uart_top

set clk_period 3.0
set clk_io_pct 0.2

create_clock -name clk0 -period $clk_period [get_ports {clk}]

set non_clock_inputs [all_inputs -no_clocks]
set_input_delay [expr $clk_period * $clk_io_pct] -clock clk0 $non_clock_inputs
set_output_delay [expr $clk_period * $clk_io_pct] -clock clk0 [all_outputs]
### flow/design.v
`timescale 1ns / 1ps
module baudrate_gen(
    input clk,
    input rstn,
    input tx_clk_en,
    input rx_clk_en,
    output reg tx_clk,
    output reg rx_clk
    );
    parameter BR9600 = 5207,
              BR19200 = 2603,
              BR38400 = 1301,
              BR57600 = 867,
              BR115200 = 433;
    parameter BR_SELECT = BR115200;
    reg[12:0] tx_cnt;
    reg[12:0] rx_cnt;
    always@(posedge clk) begin
        if(rstn) begin
            tx_cnt <= 13'd0;
            tx_clk = 0;
        end
        else if (tx_clk_en) begin
            if (tx_cnt==BR_SELECT>>1) begin
                tx_cnt <= 13'd0;
                tx_clk = ~tx_clk;
            end
            else 
                tx_cnt <= tx_cnt+1;
        end
        else
            tx_cnt <= 13'd0;
    end
    always@(posedge clk) begin
        if(rstn) begin
            rx_cnt <= 13'd0;
            rx_clk = 0;
        end
        else if (rx_clk_en) begin
            if (rx_cnt==BR_SELECT>>1) begin
                rx_cnt <= 13'd0;
                rx_clk = ~rx_clk;
            end
            else 
                rx_cnt <= rx_cnt+1;
        end
        else
            rx_cnt <= 13'd0;
    end
endmodule
`timescale 1ns / 1ps
module uart_rx(
    input clk,
    input rstn,
    input start,
    input din,
    output reg rx_clk_en,
    output reg done,
    output reg [8-1:0] dout
    );
    reg [8-1:0] data_out;
    reg [4-1:0] R_state;
    reg [8-1:0] data_in;
always@(posedge clk) begin
    case (R_state)
    4'd0 : begin  
        if (din==0)begin
            R_state <= R_state + 1;
           data_in <= din;
        end
    end
    4'd1 : begin
        data_out[0] <= din;
        done <= 0;
        R_state <= R_state + 1;
    end
    4'd2 : begin
        data_out[1] <= din;
        done <= 0;
        R_state <= R_state + 1;
    end
    4'd3 : begin
        data_out[2] <= din;
        done <= 0;
        R_state <= R_state + 1;
    end
    4'd4 : begin
        data_out[3] <= din;
        done <= 0;
        R_state <= R_state + 1;
    end
    4'd5 : begin
        data_out[4] <= din;
        done <= 0;
        R_state <= R_state + 1;
    end
    4'd6 : begin
        data_out[5] <= din;
        done <= 0;
        R_state <= R_state + 1;
    end
    4'd7 : begin
        data_out[6] <= din;
        done <= 0;
        R_state <= R_state + 1;
    end
    4'd8 : begin
        data_out[7] <= din;
        done <= 0;
        R_state <= R_state + 1;
    end
    4'd9 : begin  
        dout <= data_out;
        done <= 1;
        R_state <= 4'd0;
    end
    default : R_state <= 4'd0;
    endcase
end
endmodule
`timescale 1ns / 1ps
module uart_top(
    input clk,
    input rstn,
    input[8-1:0] din,
    input in_valid,
    output[8-1:0] dout
    );
    wire tx_done;
    wire rx_done;
    wire tx_clk;
    wire rx_clk;
    wire data_out;
    wire busy;
    wire[8-1:0] rx_dout;
baudrate_gen baudrate_gen(
    .clk(clk),
    .rstn(rstn),
    .tx_clk_en(1),
    .rx_clk_en(1),
    .tx_clk(tx_clk),
    .rx_clk(rx_clk)
);
uart_tx uart_tx(
    .clk(tx_clk),
    .rstn(rstn),
    .start(in_valid),  
    .data_in(din),
    .data_out(data_out),
    .done(tx_done),
    .busy(busy)
    );
uart_rx uart_rx(
    .clk(tx_clk),
    .rstn(rstn),
    .start(start),
    .din(data_out),
    .rx_clk_en(),
    .done(rx_done),
    .dout(dout)
);
endmodule
`timescale 1ns / 1ps
module uart_tx(
    input clk, 
    input rstn,
    input start,
    input [8-1:0] data_in,
    output reg data_out,
    output reg done,
    output reg busy
    );
    reg [4-1:0] R_state;
    reg [8-1:0] input_data;
    always@(posedge clk) begin
        case(R_state)
        4'd0 : begin
            data_out <= 1;
            done <= 0;
            busy <= 0;
            if (start) begin
                input_data <= data_in;
                R_state <= R_state+1;
            end
        end
        4'd1 : begin  
            data_out <= 0;
            done <= 0;
            busy <= 1;
            R_state <= R_state+1;
        end
        4'd2 : begin
            data_out <= input_data[0];
            done <= 0;
            R_state <= R_state+1;
        end
        4'd3 : begin
            data_out <= input_data[1];
            done <= 0;
            R_state <= R_state+1;
        end
        4'd4 : begin
            data_out <= input_data[2];
            done <= 0;
            R_state <= R_state+1;
        end
        4'd5 : begin
            data_out <= input_data[3];
            done <= 0;
            R_state <= R_state+1;
        end
        4'd6 : begin
            data_out <= input_data[4];
            done <= 0;
            R_state <= R_state+1;
        end
        4'd7 : begin
            data_out <= input_data[5];
            done <= 0;
            R_state <= R_state+1;
        end
        4'd8 : begin
            data_out <= input_data[6];
            done <= 0;
            R_state <= R_state+1;
        end
        4'd9 : begin
            data_out <= input_data[7];
            done <= 0;
            R_state <= R_state+1;
        end
        4'd10 : begin
            data_out <= 1;
            done <= 1;
            R_state <= 4'd0;
        end
        default : begin
            R_state <= 4'd0;
        end
        endcase
    end
endmodule
==> results.ini <==
[final_layout]
lay_top_count = edfxtp_1
nFillCells = 286
area_growth_syn_to_layout_pct = 14.51
design_area_sq_um = 2321
drive_gt1_share_pct = 4.918
final_cell_mix = edfxtp_1 (33), clkdlybuf4s50_1 (18), nor2_1 (15), dfxtp_1 (14)

[worst_setup_path]
startpoint_type = flop
cp_cell_sequence = inv_1 -> ha_1 -> or4b_4 -> o31ai_2 -> nor2_1
cp_slowest_cell = o31ai_2
crit_fanout = 13
cp_top_family = AND-OR/OR-AND gates
cp-end-kind = flop
slowest_delay_ns = 0.79
crit_arrival_ns = 2.17
crit_buf_inv = 1
worstPathRequired_ns = 3.09
worstSetupPathType = flop to flop

[timing]
unclocked_pins = 33
layout_setup_ws_ns = 0.9193
layout_min_cycle_time_ns = 2.081
worst_slew_pin_slew_ns = 0.8961
post-route-period-util_pct = 69.36
finalHoldViolations = 0
relSlewSlack_pct = 39.90
fin_setup_tns_ns = 0
drv_slew = 0
untimed_endpoints = 74
finalSetupViolations = 0
rsz0062_at_grt = no
max_clock_freq_mhz = 480.6
clock_skew_ns = 0.002947

[yosys]
top_area_share_pct = 48.89
avgSynthCellArea_sq_um = 12.44
ys_seq_share_pct = 62.72
ys_cells = 163
netlist_area_sq_um = 2027
synth_area_leader_cell = edfxtp_1
yosysWarnings = 6
synth.distinct_cells = 33
synth_cells = 163
synth_async_sr_flop_share_pct = 0
synthTopCellsByArea = edfxtp_1 (49%), dfxtp_1 (14%), ha_1 (6.2%), nor2_1 (2.8%), a21oi_1 (2.2%)
ys_dominant_reg_cell = edfxtp_1
synth-edff-count = 33
ys_chip_area_sq_um = 2027
synth_flops = 47

[clock_tree]
cts_root_buf = clkbuf_8
clk_path_buf_depth = 2
postCtsSetupBuffers = 0
cts_buffers = 3
cts_tree = built
clk_pin_slew_ns = 0.06
htreeDepth = 1
ctsHoldBuffers = 0
clk_latency_ns = 0.24
ctsResizeCount = 0

[drt]
wl_per_cell_um = 12.93
antennaDiodeCount = 0
dr.pass1.iters = 4
drt_iter0_drc = 52
drt_drc_violations_left = 0
ant_nets = 0
wl_um = 2987
via_per_inst = 5.437
vias = 1256

[floorplan]
core-area_sq_um = 3771
dieArea_sq_um = 4313
dieWidth_um = 65.67
initCoreUtil_pct = 53.75
io_pins = 19
fp.dieH_um = 65.67
rows = 22

[placed_design]
dpl_cell_area_sq_um = 2266
io_buffers = 18
gp_congestion = 0.8373
pre_cts_slack_ns = 0.9559
dpl.hpwl_um = 2214

[pwr]
p_per_area_nw_per_um2 = 175.3
p_leak_nw = 0.8105
peakVddDrop_uv = 312.3

[global_routing]
antenna_found_initial = 0
grt_pass1_vias = 1218
grt_usage_pct = 17.04
grt_remaining_overflow = 0
grt_pass1_wl_um = 5368
grt_max_degree = 36

[worst_hold_path]
min_path_type = flop to flop

[status]
outcome = completed

[job]
cap_violations = 0
warning_count = 33

[path summary, 6_finish.rpt]
kind                                startpoint                           endpoint  slack (ns)  cells past startpoint
max          baudrate_gen.tx_cnt[0]$_SDFF_PP0_  baudrate_gen.tx_cnt[4]$_SDFF_PP0_        0.92                      5
min          baudrate_gen.tx_cnt[0]$_SDFF_PP0_  baudrate_gen.tx_cnt[0]$_SDFF_PP0_        0.49                      1
max reg2reg  baudrate_gen.tx_cnt[0]$_SDFF_PP0_  baudrate_gen.tx_cnt[4]$_SDFF_PP0_        0.92                      5
min reg2reg  baudrate_gen.tx_cnt[0]$_SDFF_PP0_  baudrate_gen.tx_cnt[0]$_SDFF_PP0_        0.49                      1
[final cells by class]
| type | instances | area (sq um) | share of cell area [%] |
|---|---|---|---|
| multi-input combinational | 102 | 701.9 | 30.24 |
| tap | 48 | 60.06 | 2.588 |
| timing repair buffer | 20 | 195.2 | 8.410 |
| inverter | 10 | 37.54 | 1.617 |
| clock buffer | 4 | 55.05 | 2.372 |
| sequential | 47 | 1271 | 54.77 |
[power breakdown]
part | leakage [nW] | internal, mW | switching, mW
registers | 0.426 | 0.192 | 0.00420
logic | 0.356 | 0.0192 | 0.0117
clock network | 0.0288 | 0.116 | 0.0638
[cell usage after synthesis, types with 2 or more instances]
cell type,instances
dfxtp_1,14
o31ai_1,5
clkbuf_1,3
or3_1,4
or4_1,6
a221oi_1,3
nor2_1,15
a22o_1,2
and2_1,7
inv_1,10
o21ai_0,4
edfxtp_1,33
xor2_1,4
and3_1,3
nand4_1,3
nand3_1,8
nand2b_1,2
ha_1,10
nor2b_1,2
nand2_1,2
a21oi_1,9
xnor2_1,3
[metrics by stage]
step / util, % / hold slack, ns / power (mW) / std cells
finish: 61.55 / 0.4864 / 0.4068 / 231
global route: 61.55 / 0.5154 / 0.4266 / 231
CTS: 61.55 / 0.4900 / 0.4101 / 231
detailed placement: 60.09 / 0.4703 / 0.2305 / 227
global placement: 60.09 / 0.4545 / 0.2296 / 227
floorplan: - / 0.4411 / 0.2143 / 163
[registers in the layout (all words and copies together), names as in the netlist]
register / count
baudrate_gen.tx_cnt: 13
uart_rx.data_out: 8
uart_rx.dout: 8
uart_tx.input_data: 8
uart_rx.R_state: 4
uart_tx.R_state: 4
baudrate_gen.tx_clk: 1
uart_tx.data_out: 1
[logic make-up after synthesis]
| logic type | synth area share [%] |
|---|---|
| DFF | 62.72 |
| and+or+nand+nor | 16.05 |
| buffers and inverters | 2.654 |
| AOI/OAI and AO/OA | 9.384 |
| xor gates and xnor gates | 3.025 |
| adders and majority gates | 6.173 |
[metal layers]
layer  track usage (%)  vias to the layer above  routed length, um  share of wire, %
met5                 0                        -                  0                 0
met4             1.902                        0                 12              0.40
met3             2.113                        2                109               3.6
met2             26.40                       29               1389                47
met1             29.23                      580               1476                49
li1                  -                      645                  -                 -
Power figures rest on the tool's default switching activity, not on a simulated workload.
